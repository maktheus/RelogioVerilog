$ cat /design/flow/config.mk
export PLATFORM = sky130hd
export DESIGN_NAME = relogio
export DESIGN_NICKNAME = relogio
export VERILOG_FILES = /design/flow/design.v
export SDC_FILE = /design/flow/constraint.sdc
export NUM_CORES = 4
export LEC_CHECK = 1
export CORE_UTILIZATION = 30
$ cat /design/flow/constraint.sdc
current_design relogio

set clk_period 4.1
set clk_io_pct 0.2

create_clock -name clk0 -period $clk_period [get_ports {clk}]

set non_clock_inputs [all_inputs -no_clocks]
set_input_delay [expr $clk_period * $clk_io_pct] -clock clk0 $non_clock_inputs
set_output_delay [expr $clk_period * $clk_io_pct] -clock clk0 [all_outputs]
$ cat /design/flow/design.v
module divisorDeFrequencia(
    input clk,
    output reg clkDiv
);
    reg [25:0] count;
    always @(posedge clk) begin
        if (count == 14999999) begin
            count <= 0;
            clkDiv <= ~clkDiv;
        end
        else begin
            count <= count + 1;
        end
    end
endmodule
module segDisplayControl(
    input [3:0] number,
    output reg [6:0] segment
);
    always @(*) begin
        case(number)
            4'b0000: segment = 7'b1000000;  
            4'b0001: segment = 7'b1111001;  
            4'b0010: segment = 7'b0100100;  
            4'b0011: segment = 7'b0110000;  
            4'b0100: segment = 7'b0011001;  
            4'b0101: segment = 7'b0010010;  
            4'b0110: segment = 7'b0000010;  
            4'b0111: segment = 7'b1111000;  
            4'b1000: segment = 7'b0000000;  
            4'b1001: segment = 7'b0010000;  
            default: segment = 7'b1111111;  
        endcase
    end
endmodule
module moduleSeveSegmentDisplay(
    input [3:0] number,
    input [3:0] number2,
    input clk,
    output reg [6:0] segment
);
    reg selectionSegment = 0;
    reg [3:0] counter = 0;
    wire [6:0] segment1;
    wire [6:0] segment2;
    always @(posedge clk) begin
        if(counter == 4'b1111) begin
            counter <= 0;
            selectionSegment <= ~selectionSegment;
        end else begin
            counter <= counter + 1;
        end
    end
    segDisplayControl segDisplay1(
        .number(number),
        .segment(segment1)
    );
    segDisplayControl segDisplay2(
        .number(number2),
        .segment(segment2)
    );
    assign segment = selectionSegment ? segment1 : segment2;
endmodule
module countSecondFirstDigit(
    input clk,
    input rst,
    output [3:0] second
);
    reg [3:0] countSecond;
    always @(posedge clk) begin
        if (rst == 1) begin
            countSecond <= 0;
        end
        else begin
            if (countSecond == 9) begin
                countSecond <= 0;
            end
            else begin
                countSecond <= countSecond + 1;
            end
        end
    end
    assign second = countSecond;
endmodule
module countSecondSecondDigit(
    input clk,
    input rst,
    output [3:0] second
);
    reg [3:0] countSecond;
    reg [3:0] countSecondFirstDigit;
    always @(posedge clk) begin
        if (rst) begin
            countSecondFirstDigit <= 0;
            countSecond <= 0;
        end
        else if (countSecondFirstDigit == 4'b1001) begin
            countSecondFirstDigit <= 0;
            if(countSecond == 4'd5) begin
                countSecond <= 0;
            end
            else begin
                countSecond <= countSecond + 1'b1;
            end
        end
        else begin
            countSecondFirstDigit <= countSecondFirstDigit + 1'b1;
        end
    end
    assign second = countSecond;
endmodule
module countMinuteFirstDigit(
    input clk,  
    input rst,
    output [3:0] minute
);
    reg [7:0] countSecond;
    reg [3:0] countMinute;
    always @(posedge clk) begin
        if (rst == 1) begin
            countMinute <= 0;
            countSecond <= 0;
        end
        else begin
            if(countMinute == 9) begin
                countMinute <= 0;
            end
            else if (countSecond == 59) begin
                countMinute <= countMinute + 1;
                countSecond <= 0;
            end
            else begin
                countSecond <= countSecond + 1;
            end
        end
    end
    assign minute = countMinute;
endmodule
module countMinuteSecondDigit(
    input clk,
    input rst,
    output [3:0] minute
);
    reg [7:0]countSecond;
    reg [3:0] countMinute;
    reg [3:0] countMinuteFirstDigit;
    always @(posedge clk) begin
        if (rst == 1) begin
            countMinuteFirstDigit <= 0;
            countMinute <= 0;
            countSecond <= 0;
        end
        else begin
            if(countMinute == 5) begin
                countMinute <= 0;
            end
            if(countMinuteFirstDigit == 9) begin
                countMinuteFirstDigit <= 0;
                countMinute <= countMinute + 1;
            end else if (countSecond == 59) begin
                countMinuteFirstDigit <= countMinuteFirstDigit + 1;
                countSecond <= 0;
            end
            else begin
                countSecond <= countSecond + 1;
            end
        end
    end
    assign minute = countMinute;
endmodule
module countHourFirstDigit(
    input clk,
    input rst,
    output [3:0] hour
);
    reg [12:0] countSecond;
    reg [3:0] countHour;
    reg filterFirstHourPass = 0;
    always @(posedge clk) begin
        if (rst == 1) begin
            countHour <= 0;
            countSecond <= 0;
            filterFirstHourPass <= 0;
        end
        else begin
            if(countHour == 9 && ~filterFirstHourPass)begin
                countHour <= 0;
                filterFirstHourPass <= 1;
            end
            else if(countHour == 2 && filterFirstHourPass)begin
                countHour <= 0;
                filterFirstHourPass <= 0;
            end
            if (countHour == 3599) begin
                countHour <= countHour + 1;
                countSecond <= 0;
            end
            else begin
                countSecond <= countSecond + 1;
            end
        end
    end
    assign hour = countHour;
endmodule
module countHourSecondDigit(
    input clk,
    input rst,
    output [3:0] hour
);
    reg [12:0] countSecond;
    reg [3:0] countHourFirstDigit;
    reg [3:0] countHour;
    reg filterFirstHourPass = 0;
    always @(posedge clk) begin
        if (rst == 1) begin
            countHourFirstDigit <= 0;
            filterFirstHourPass <= 0;
            countHour <= 0;
            countSecond <= 0;
        end
        else begin
            if(countHour == 1)begin
                countHour <= 0;
            end 
            else if(countHourFirstDigit == 9 && ~filterFirstHourPass)begin
                countHourFirstDigit <= 0;
                filterFirstHourPass <= 1;
                countHour <= countHour + 1;
            end
            else if(countHourFirstDigit == 2 && filterFirstHourPass)begin
                countHourFirstDigit <= 0;
                filterFirstHourPass <= 0;
            end
            if (countHourFirstDigit == 3599) begin
                countHourFirstDigit <= countHourFirstDigit + 1;
                countSecond <= 0;
            end
            else begin
                countSecond <= countSecond + 1;
            end
        end
    end
endmodule
module relogio(
    input clk,
    input rst,
    output  led,
    output [6:0] f1,
    output [6:0] f2,
    output [6:0] f3,
    output [6:0] f4
);
    wire [3:0] countSecondFirstDigitWire;
    wire [3:0] countSecondSecondDigitWire;
    wire [3:0] countMinuteFirstDigitWire;
    wire [3:0] countMinuteSecondDigitWire;
    wire [3:0] countHourFirstDigitWire;
    wire [3:0] countHourSecondDigitWire;
    wire clkDiv;
    assign led = clkDiv;
    divisorDeFrequencia divisorDeFrequencia(
        .clk(clk),
        .clkDiv(clkDiv)
    );
    countSecondFirstDigit countSecondFirstDigitModule(
        .clk(clkDiv),
        .rst(~rst),
        .second(countSecondFirstDigitWire)
    );
    countSecondSecondDigit countSecondSecondDigitModule(
        .clk(clkDiv),
        .rst(~rst),
        .second(countSecondSecondDigitWire)
    );
    countMinuteFirstDigit countMinuteFirstDigiteModule(
        .clk(clkDiv),
        .rst(~rst),
        .minute(countMinuteFirstDigitWire)
    );
    countMinuteSecondDigit countMinuteSecondDigitModule(
        .clk(clkDiv),
        .rst(~rst),
        .minute(countMinuteSecondDigitWire)
    );
    countHourFirstDigit countHourFirstDigitModule(
        .clk(clkDiv),
        .rst(~rst),
        .hour(countHourFirstDigitWire)
    );
    countHourSecondDigit countHourSecondDigitModule(
        .clk(clkDiv),
        .rst(~rst),
        .hour(countHourSecondDigitWire)
    );
    moduleSeveSegmentDisplay moduleSeveSegmentDisplay1(
        .clk(clkDiv),
        .number(countHourFirstDigitWire),
        .number2(countMinuteFirstDigitWire),
        .segment(f1)
    );
    moduleSeveSegmentDisplay moduleSeveSegmentDisplay2(
        .clk(clkDiv),
        .number(countHourSecondDigitWire),
        .number2(countMinuteSecondDigitWire),
        .segment(f2)
    );
    moduleSeveSegmentDisplay moduleSeveSegmentDispla3(
        .clk(clkDiv),
        .number(countMinuteFirstDigitWire),
        .number2(countSecondFirstDigitWire),
        .segment(f3)
    );
    moduleSeveSegmentDisplay moduleSeveSegmentDisplay4(
        .clk(clkDiv),
        .number(countMinuteSecondDigitWire),
        .number2(countSecondSecondDigitWire),
        .segment(f4)
    );
endmodule
$ cat /design/flow/run.sh
#!/bin/bash
# OpenROAD 26Q1-2900-gdf79404cd8, Yosys 0.63+post, stock flow scripts
make -C /OpenROAD-flow-scripts/flow DESIGN_CONFIG=/design/flow/config.mk WORK_HOME=/design/flow/orfs finish
==> qor.csv <==
stage,metric,value,unit
sta,setup_tns_final,0,ns
cts,max-clock-path-buffers,2,
placed_design,post-dp-hpwl,6902,um
sta,setup-violations-final,0,
cts,post_cts.repair.setup_buffers,0,
sta,number_of_unconstrained_endpoints,120,
routing,post_drt_wl_per_cell,10.88,um
sta,grt_setup_unrepaired,false,
min_path,hold_path_startpoint,divisorDeFrequencia.count[25],
status,result_of_the_run,"finished, final reports clean",
cts,cts_tree,built,
synthesis,flop_cell,dfxtp_1,
synthesis,yosys-stat-cells,608,
floorplan,die.size.y,138.8,um
routing,total_routed_wirelength,9355,um
pwr,vdd_ir_drop_max,0.1416,mV
routing,antennaDiodeCount,0,
worst_setup_path,startpoint_type,flip-flop,
global_route,globalRouteOverflowTotal,0,
cts,clk_pin_slew_worst_paths,0.06,ns
sta,timing_worst_slew_pin_value,0.8150,ns
synthesis,syn_area,0.005614,sq mm
placed_design,placement_stage_worst_setup_slack,1.908,ns
floorplan,die_area,0.01927,sq mm
sta,share_of_the_clock_period_used_by_the_worst_path,54.29,%
run,maxCapViolCount,0,
final_layout,drive_gt1_share,6.498,%
run,log.warning_count,47,
synthesis,synth.top_cells.by_count,"dfxtp_1 (110), nor2_1 (52), ha_1 (39), inv_1 (37)",
pwr,power_density_over_the_cells,80.22,mW/mm^2
routing,via_count,4062,
global_route,grt_first_pass_wirelength,16260,um
cts,cts-hold-fix-buffers,0,
synthesis,yosysWarnings,14,
placed_design,numPortBuffers,30,
cts,inserted_clock_buffers,3,
placed_design,placement.cell_area,0.006158,sq mm
global_route,grt_start_max_net_pins,89,
cts,cts_repair_resize_count,0,
synthesis,ys_area,0.005614,sq mm
pwr,p_leak,2.479,nW
synthesis,ys_ff,115,
synthesis,async_reset_ff_share,0,%
cts,cts-htree-levels,1,
worst_setup_path,rr_startpoint,divisorDeFrequencia.count[12],
global_route,grt_pass1_vias,3527,
routing,viasPerCell,4.723,
synthesis,synth.most_common_cell,dfxtp_1,
worst_setup_path,path_max_fanout,13,
final_layout,syn2layout_area_growth,11.12,%
worst_setup_path,crit_start,divisorDeFrequencia.count[12],
final_layout,final_cells,860,
synthesis,seq_area_frac_synth,41.90,%
sta,hold-worst-slack,0.4495,ns
sta,worst_slew_margin_rel,45.61,%
floorplan,die_x,138.8,um
synthesis,yosysUniqueCellTypes,66,
synthesis,synth_top_cell_by_area,dfxtp_1,
routing,drt_first_pass_iters,24,
placed_design,post-place-cells,856,
synthesis,netlist.area_leader.share,39.22,%
worst_setup_path,critical_path_arrival,2.36,ns
floorplan,floorplan.core_area,0.01815,sq mm
worst_setup_path,endpoint_kind,flip-flop,
global_route,initial_antenna_violation_count,0,
routing,route.detailed.drc,0,
sta,unclocked_pins,88,
final_layout,fin_area,0.006238,sq mm
cts,clk_root_buffer_cell,clkbuf_16,
worst_setup_path,timing_worst_setup_path_type,flip-flop to flip-flop,
final_layout,layout.core_utilization,34.38,%
routing,detailedRoute.firstIterationViolations,232,
sta,postLayoutSetupSlackWorst,1.874,ns
floorplan,placement_rows,49,
synthesis,topCellsByArea,"dfxtp_1 (39%), ha_1 (8.7%), xor2_1 (4.7%)",
sta,clock.fmax,449.3,MHz
sta,report.final.hold_viol_count,0,
pwr,report.power.total,500.5,uW
synthesis,synthCells,608,
placed_design,routabilityCongestion,0.8328,
worst_setup_path,required_worst_endpoint,4.24,ns
synthesis,average_instance_area_after_synthesis,9.234,sq um
floorplan,fp_util,30.94,%
global_route,grt_usage,9.920,%
cts,clock.latency.late_pin,0.26,ns
floorplan,io_pins,31,
routing,drt.antenna.violating_nets,0,
sta,period_minus_slack,2.226,ns
min_path,timing.hold.worst.class,flip-flop to flip-flop,
synthesis,enable_flop_cells,5,
sta,final.setup_skew,0.003519,ns
sta,final_max_slew_viol_count,0,
[report_power, final]
part | switching [mW] | total [mW] | internal (mW)
registers | 0 | 0.264 | 0.264
logic | 0.0162 | 0.0219 | 0.00568
clock network | 0.0833 | 0.215 | 0.131
[cell families (layout without fill, tap and decap cells)]
| group | after synthesis | in the layout | synth area share (%) |
|---|---|---|---|
| adder cells (fa/ha/maj) | 39 | 39 | 8.692 |
| AND/OR/NAND/NOR | 224 | 224 | 22.02 |
| AND-OR/OR-AND | 109 | 109 | 12.06 |
| flip-flops | 115 | 115 | 41.90 |
| XOR/XNOR | 47 | 47 | 7.332 |
| multiplexers | 22 | 22 | 4.301 |
| buffers and inverters | 52 | 75 | 3.699 |
[final cells by class]
class,count,area [sq um]
inverter,38,142.6
clock inverter,1,5.005
multi-input combinational,441,3054
tap,229,286.5
sequential,115,2352
clock buffer,3,75.07
timing repair buffer,33,322.8
fill,1864,11910
[sequential cells by signal (all words and copies together), names as in the netlist, 7 cells and up]
signal                                    cells
moduleSeveSegmentDispla3.segment1             7
moduleSeveSegmentDisplay4.segment2            7
countMinuteFirstDigiteModule.countSecond      8
moduleSeveSegmentDispla3.segment2             7
divisorDeFrequencia.count                    26
moduleSeveSegmentDisplay2.segment2            7
countMinuteSecondDigitModule.countSecond      8
[final timing paths]
| kind | cells past startpoint | slack [ns] | endpoint |
|---|---|---|---|
| max | 5 | 1.87 | divisorDeFrequencia.count[23] |
| max reg2reg | 5 | 1.87 | divisorDeFrequencia.count[23] |
| min | 1 | 0.45 | divisorDeFrequencia.count[25] |
| min reg2reg | 1 | 0.45 | divisorDeFrequencia.count[25] |
[layout by cell type, fill, tap and decap left out, drive strengths merged, types with 19 or more instances in the layout]
cell type | synthesis | layout
ha | 39 | 39
nand3 | 30 | 30
inv | 38 | 38
a21oi | 37 | 37
nand2 | 35 | 35
dfxtp | 110 | 110
nor2b | 19 | 19
nor2 | 52 | 52
o21ai | 31 | 31
xor2 | 30 | 30
clkdlybuf4s50 | 0 | 30
[critical path: stages, from the launching register on]
cell and delay [ns]:
dfxtp_1 0.32, or4b_2 0.66, nor3_1 0.32, and4_1 0.54, nand3b_1 0.17, o211ai_1 0.08
[per-layer routing]
layer  up-vias  GRT usage (%)  wire (um)  share of wire, %
met4         0         0.7018         56              0.60
met1      1838          16.16       5207                56
met5         -              0          0                 0
met2        48          15.31       3890                42
li1       2174              -          -                 -
met3         2         0.6334        201               2.1
Power figures rest on the tool's default switching activity, not on a simulated workload.
